==> ./design.v <==
module Data_Mem(
    input [31:0] Addr,
    input [2:0] MemOp,
    input [31:0] DataIn,
    input WrEn,
    input RdClk,
    input WrClk,
    input clrn,
    output reg [31:0] DataOut
);
    reg [31:0] mem_array [1:0];
    always @(posedge RdClk) begin
        case (MemOp)
            3'b000: DataOut <= mem_array[Addr[31:2]];
            3'b001: begin
                case(Addr[1:0])
                    2'b00: DataOut <= {16'b0, mem_array[Addr[31:2]][15:0]};
                    2'b10: DataOut <= {16'b0, mem_array[Addr[31:2]][31:16]};
                    default: DataOut <= 32'b0;
                endcase
            end
            3'b010: DataOut <= mem_array[Addr[31:2]];
            3'b100: begin
                case(Addr[1:0])
                    2'b00: DataOut <= {24'b0, mem_array[Addr[31:2]][7:0]};
                    2'b01: DataOut <= {24'b0, mem_array[Addr[31:2]][15:8]};
                    2'b10: DataOut <= {24'b0, mem_array[Addr[31:2]][23:16]};
                    2'b11: DataOut <= {24'b0, mem_array[Addr[31:2]][31:24]};
                    default: DataOut <= 32'b0;
                endcase
            end
            3'b101: begin
                case(Addr[1:0])
                    2'b00: DataOut <= {16'b0, mem_array[Addr[31:2]][15:0]};
                    2'b10: DataOut <= {16'b0, mem_array[Addr[31:2]][31:16]};
                    default: DataOut <= 32'b0;
                endcase
            end
            default: DataOut <= 32'b0;
        endcase
    end
    always @(negedge WrClk or negedge clrn) begin
        if (clrn == 1'b0) begin
            mem_array[0] <= 32'b0;
            mem_array[1] <= 32'b0;
        end else if(WrEn) begin
            case (MemOp)
                3'b000: mem_array[Addr[31:2]] <= DataIn;
                3'b001: begin
                    case (Addr[1:0])
                        2'b00: mem_array[Addr[31:2]][15:0] <= DataIn[15:0];
                        2'b10: mem_array[Addr[31:2]][31:16] <= DataIn[15:0];
                        default: ;
                    endcase
                end
                3'b010: mem_array[Addr[31:2]] <= DataIn;
                3'b100: begin
                    case (Addr[1:0])
                        2'b00: mem_array[Addr[31:2]][7:0] <= DataIn[7:0];
                        2'b01: mem_array[Addr[31:2]][15:8] <= DataIn[7:0]; 
                        2'b10: mem_array[Addr[31:2]][23:16] <= DataIn[7:0];
                        2'b11: mem_array[Addr[31:2]][31:24] <= DataIn[7:0]; 
                        default: ;
                    endcase
                end
                3'b101: begin
                    case (Addr[1:0])
                        2'b00: mem_array[Addr[31:2]][15:0] <= DataIn[15:0];
                        2'b10: mem_array[Addr[31:2]][31:16] <= DataIn[15:0];
                        default: ;
                    endcase
                end
                default: ;
            endcase
        end
    end
endmodule
==> ./run.sh <==
#!/bin/bash
# OpenROAD 26Q1-2900-gdf79404cd8, Yosys 0.63+post, stock flow scripts
make -C /OpenROAD-flow-scripts/flow DESIGN_CONFIG=/design/flow/config.mk WORK_HOME=/design/flow/orfs finish
==> ./config.mk <==
export PLATFORM = sky130hd
export DESIGN_NAME = Data_Mem
export DESIGN_NICKNAME = Data_Mem
export VERILOG_FILES = /design/flow/design.v
export SDC_FILE = /design/flow/constraint.sdc
export NUM_CORES = 4
export LEC_CHECK = 1
export CORE_UTILIZATION = 30
==> ./constraint.sdc <==
current_design Data_Mem

set clk_period 1.5
set clk_io_pct 0.2

create_clock -name clk0 -period $clk_period [get_ports {RdClk}]
create_clock -name clk1 -period $clk_period [get_ports {WrClk}]

set non_clock_inputs [all_inputs -no_clocks]
set_input_delay [expr $clk_period * $clk_io_pct] -clock clk0 $non_clock_inputs
set_output_delay [expr $clk_period * $clk_io_pct] -clock clk0 [all_outputs]
==> impl_metrics.toml <==
# yosys + openroad results
[logic_synthesis]
yosysWarningCount = 2
syn_avg_cell_area_um2 = 11.8
synth_area_mm2 = 0.00448
ys_cells = 381
async_flop_share = 0.667
ys_seq_frac = 0.500
top_area_frac = 0.357
synth_flops = 96
edf_count = 0
yosysUniqueCellTypes = 43
synth_chip_area_mm2 = 0.00448
ff_type = "dfrtn_1"
synth_top_cell_by_area = "dfrtn_1"
yosysMostFrequentCell = "dfrtn_1"
netlist_instances = 381
top_cells_by_count = "64 x dfrtn_1, 54 x mux2_2, 37 x mux2i_1, 33 x nand2_1, 32 x dfxtp_1"
area_leaders = "dfrtn_1 36%, dfxtp_1 14%, mux2_2 14%, mux2i_1 8.3%, mux4_2 4.5%"

[clocking]
path_clk_slew_ns = 0.04
cts_tree = "done"
clock-sinks = 96

[finish]
syn_to_final_growth_pct = 73.7
final_util = 0.536
comb_area_mm2 = 0.00289
flop_area_mm2 = 0.00224
layout-drive-gt1-share = 0.566
fillers = 1178

[run_status]
violations = "negative setup slack"
status = "complete, but fails checks"

[detailed_routing]
n_antenna_cell = 0
via_per_inst = 5.08
wl_per_cell_um = 18.5
first_iter_violations = 228
vias = 3940
drc_errors = 0
routed_wl_um = 14400
detailedRoute.firstPassIterationCount = 4
antenna_left = 0

[grt]
grt-ovfl-total = 0
antenna_found_initial = 0
grt_pass1_vias = 4131
grt_max_degree = 35
grt_use_total = 0.195
grt_pass1_wl_um = 22600

[critical_path]
worstPathRequired_ns = 0.93
cp-end-kind = "flip-flop"
worstSetupPathType = "in2reg"
worstSetupStartpoint = "MemOp[2]"
cp.arrival_ns = 1.50
cp_max_fo = 8
rr_startpoint = "mem_array[1][25]$_DFFE_NN0P_"
start_kind = "input pin"

[floorplan]
rows = 44
design.core.area_mm2 = 0.0145
fp_util = 0.308
die_x_um = 124
ioPinCount = 103
die_y_um = 124
chipArea_mm2 = 0.0154

[sta]
maxSlewViolCount = 0
maxSlewHeadroom = 0.722
finalHoldViolations = 0
finalSetupTns_ns = -40.16
finalWorstSetupSlack_ns = -0.568
finClkSkew_ns = 0
setup_viol = 96
rsz0062_at_grt = "true"
worst_pin_slew_ns = 0.416

[place]
dp_hpwl_um = 9600
io_buffers = 72
gp_congestion = 0.827

[power]
leakage_nw = 3.37
peakVddDrop_uv = 503
power_density_mw_per_mm2 = 1220

[hold_path]
min_path_type = "in2async"

[job]
max-cap-violations = 0
tool_warnings = 58
-- sequential cells by signal, indices dropped and copies added (netlist names) --
name       flops
mem_array     64
DataOut       32
-- final timing paths --
check	cells past startpoint	slack [ns]	end
min	1	0.44	mem_array[1][23]$_DFFE_NN0P_
min in group clk1	2	0.45	mem_array[0][18]$_DFFE_NN0P_
max in group clk0	3	-0.51	DataOut[1]$_DFF_P_
max	6	-0.57	mem_array[0][12]$_DFFE_NN0P_
max reg2reg	3	-0.51	DataOut[1]$_DFF_P_
min reg2reg	2	0.45	mem_array[0][18]$_DFFE_NN0P_
min in group clk0	5	0.63	DataOut[15]$_DFF_P_
max in group asynchronous	2	0.59	mem_array[0][3]$_DFFE_NN0P_
-- report_power, final --
group          internal, mW  switching (mW)
combinational          1.98            1.13
clock                  1.81            1.14
sequential             3.14           0.291
-- worst max-delay path, cell delays in order --
cell and delay (ns):
buf_12 0.11, o21ai_4 0.19, and3_4 0.24, a21boi_4 0.19, buf_12 0.16, mux2_4 0.30
-- kinds of logic (layout without fill, tap and decap cells) --
family | after synthesis | after routing | synth area share
buffers and inverters | 24 | 234 | 0.0285
AND-OR/OR-AND | 76 | 76 | 0.109
multiplexers | 106 | 106 | 0.284
flip-flops | 96 | 96 | 0.500
AND/OR/NAND/NOR | 79 | 80 | 0.0782
-- final cells by class --
class                      count  area share
sequential                    96       0.288
clock buffer                  18      0.0495
inverter                       3     0.00161
clock inverter                 5     0.00434
tap                          184      0.0296
timing repair buffer         208       0.256
multi-input combinational    262       0.371
-- what timing repair did --
action	CTS	global route
cloned	4	0
setup buffers	33	8
pin swaps	25	22
setup endpoints to repair	96	96
resized	135	82
hold buffers	0	0
-- metrics by stage --
| step | hold slack, ns | power [mW] | cells | setup WS, ns | area, um^2 |
|---|---|---|---|---|---|
| 6_report | 0.445 | 9.50 | 776 | -0.568 | 7780 |
| 3_5_place_dp | 0.427 | 5.82 | 723 | -1.40 | 6380 |
| 2_1_floorplan | 0.407 | 4.52 | 381 | -0.806 | 4740 |
| 4_1_cts | 0.440 | 9.27 | 773 | -0.549 | 7470 |
| 3_3_place_gp | 0.419 | 5.76 | 723 | -1.37 | 6380 |
| 5_1_grt | 0.456 | 9.94 | 776 | -0.582 | 7780 |
-- layer usage --
| layer | global-route usage | share of wire | up-vias |
|---|---|---|---|
| met5 | 0 | 0 | - |
| met4 | 0.0340 | 0.019 | 0 |
| met2 | 0.305 | 0.48 | 108 |
| met1 | 0.290 | 0.45 | 2010 |
| li1 | - | - | 1801 |
| met3 | 0.0431 | 0.050 | 21 |
-- placed cells by master (no fill, tap or decap), types with 4 or more instances in the layout --
master | synthesis | final
clkbuf_16 | 0 | 14
nand2_4 | 0 | 8
a21oi_1 | 10 | 9
buf_4 | 5 | 103
mux2_4 | 6 | 49
nand2_2 | 0 | 13
o21ai_1 | 0 | 12
dfxtp_1 | 32 | 32
nor2_1 | 26 | 21
mux4_2 | 9 | 9
mux2i_2 | 0 | 9
buf_8 | 0 | 4
nand2_1 | 33 | 12
o211ai_1 | 5 | 5
buf_12 | 0 | 11
mux2i_1 | 37 | 16
mux2_2 | 54 | 11
buf_6 | 1 | 22
o21ai_2 | 2 | 13
o22ai_2 | 0 | 4
a22oi_2 | 0 | 7
mux2i_4 | 0 | 12
clkdlybuf4s50_1 | 0 | 62
dfrtn_1 | 64 | 64
Power figures rest on the tool's default switching activity, not on a simulated workload.
