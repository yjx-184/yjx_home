[./run.sh]
#!/bin/bash
# OpenROAD 26Q1-2900-gdf79404cd8, Yosys 0.63+post, stock flow scripts
make -C /OpenROAD-flow-scripts/flow DESIGN_CONFIG=/design/flow/config.mk WORK_HOME=/design/flow/orfs finish
[./constraint.sdc]
current_design RegisterFile

set clk_period 8.8
set clk_io_pct 0.2

create_clock -name clk0 -period $clk_period [get_ports {WrClk}]

set non_clock_inputs [all_inputs -no_clocks]
set_input_delay [expr $clk_period * $clk_io_pct] -clock clk0 $non_clock_inputs
set_output_delay [expr $clk_period * $clk_io_pct] -clock clk0 [all_outputs]
[./config.mk]
export PLATFORM = sky130hd
export DESIGN_NAME = RegisterFile
export DESIGN_NICKNAME = RegisterFile
export VERILOG_FILES = /design/flow/design.v
export SDC_FILE = /design/flow/constraint.sdc
export NUM_CORES = 4
export LEC_CHECK = 1
export CORE_UTILIZATION = 50
[./design.v]
module RegisterFile(
    input [4:0] Ra,              
    input [4:0] Rb,              
    input [4:0] Rw,              
    input [31:0] busW,           
    input RegWr,                 
    input WrClk,                 
    output reg [31:0] busA,      
    output reg [31:0] busB       
);
    reg [31:0] regfile [0:31];
    initial begin
        regfile[0] = 32'b0;      
    end
    always @(*) begin
        if(Ra == 5'b0) begin
            busA = 32'b0;        
        end else begin
            busA = regfile[Ra];
        end
        if(Rb == 5'b0) begin
            busB = 32'b0;        
        end  else begin
            busB = regfile[Rb];
        end
    end
    always @(negedge WrClk) begin
            if(RegWr && Rw != 5'b0) begin
            regfile[Rw] <= busW;     
        end
    end
endmodule
==> flow_metrics.py <==
# Flow results
metrics = {
    "clock_network": {
        "hold_buffers": 0,
        "cts_buffer_depth": 3,
        "cts_buffers": 113,
        "cts_tree": "done",
        "clk_pin_slew_ns": 0.03,
        "htreeDepth": 3,
        "clkSinkCount": 1024,
        "root_buffer": "clkbuf_16",
    },
    "power_and_ir_drop": {
        "p_clk_share_pct": 50.7,
        "power.internal_uw": 9610,
        "power_frac_seq_pct": 41.4,
        "vdd_drop_max_v": 0.000213,
        "p_per_area_nw_per_um2": 223,
        "power_leakage_uw": 0.0232,
        "switchingPower_uw": 3700,
        "switching_share_pct": 27.8,
        "combPwrFrac_pct": 7.9,
        "total_power_uw": 13300,
    },
    "floorplan": {
        "rows": 112,
        "coreArea_um2": 93200,
        "fp.dieW_um": 309,
        "io_pins": 113,
        "die_y_um": 309,
        "initial_utilization_pct": 50.4,
        "die-area_um2": 95200,
    },
    "placed_design": {
        "placed_area_um2": 50700,
        "numPortBuffers": 112,
        "gp_congestion": 0.874,
        "dpl.hpwl_um": 82900,
    },
    "yosys": {
        "yosysUniqueCellTypes": 36,
        "topCellsByArea": "edfxtp_1, mux4_2, mux2i_1, o22ai_1, a22o_1",
        "synth_flops": 1024,
        "yosysSeqAreaShare_pct": 65.4,
        "syn_avg_cell_area_um2": 20.6,
        "largest_area_cell": "edfxtp_1",
        "synth_cells": 2281,
        "ys_warn_count": 1,
        "yosysChipArea_um2": 47000,
        "top_cell_area_share_pct": 65.4,
        "netlist_area_um2": 47000,
        "synth_stat.cells": 2281,
    },
    "worst_hold_path": {
        "holdCritPathClass": "primary input to output port",
    },
    "timing": {
        "rsz0062_at_grt": "true",
        "setup_slack_ns": -0.0907,
        "hold_viol_final": 0,
        "slew_headroom_pct": 29.2,
        "worstMarginPinSlew_ns": 1.06,
        "hold_ws_ns": 4.52,
        "setup_tns_ns": -0.266,
        "drv_slew": 0,
        "finalSetupViolCount": 4,
    },
    "drt": {
        "wl_um": 147000,
        "wire_per_inst_um": 30.2,
        "drt_iter0_drc": 1676,
        "dr_total_vias": 29600,
        "n_antenna_cell": 0,
        "first_pass_iters": 5,
        "drc_errors": 0,
        "vias_per_cell": 6.07,
        "ant_nets": 0,
    },
    "worst_setup_path": {
        "crit_type": "register to output port",
        "critPathLaunchType": "register",
        "path_cells": "mux4_2, a22o_1, a2111oi_4, nor3_2, clkdlybuf4s50_1",
        "crit_arrival_ns": 7.13,
        "path_max_fanout": 2,
        "crit_slowest_cell": "mux4_2",
        "cp-end-kind": "output port",
        "critPathMaxStageDelay_ns": 0.49,
        "cp_data_required_time_ns": 7.04,
    },
    "global_routing": {
        "grt-ovfl-total": 0,
        "grt.busiest_layer": "met2",
        "grt_antenna_before_repair": 5,
        "grt_pass1_vias": 34800,
        "grt_use_met1_pct": 42.6,
        "grt_pass1_wl_um": 213000,
        "grt_max_degree": 77,
        "gr-usage-met2_pct": 47.3,
        "met3_usage_pct": 31.6,
        "grt_use_total_pct": 36.0,
    },
    "job": {
        "warnings": 1029,
        "maxCapViolCount": 0,
    },
    "layout": {
        "largest_reg_flops": 1024,
        "regMostFlops": "regfile",
        "reg_top3": "regfile: 1024 flops",
        "synthToLayoutAreaGrowth_pct": 27.0,
        "drive_above_1_share_pct": 29.2,
        "final_cell_area_um2": 59700,
    },
    "run_status": {
        "violations": "negative setup slack",
        "outcome": "finished, violations left",
    },
}
## worst paths after layout
kind                       from        to  slack [ns]  depth (start not counted)
max   regfile[15][26]$_DFFE_NP_  busA[26]       -0.09                          5
min                       Ra[4]  busA[18]        4.52                          5
## critical path, delay by kind of cell (launching register included)
kind	cells	cell delay (ns)
mux	1	0.49
flops	1	0.40
compound gates	2	0.56
buf+inv	1	0.47
simple gates	1	0.12
## Yosys cell counts
cell       number
a2111oi_0      32
a211oi_1       36
a21oi_1         6
a221oi_1        5
a22o_1         51
a22oi_1        12
a32o_1          3
and2_1          3
and4b_1         1
buf_1          14
buf_2          50
buf_4          27
buf_6          14
clkbuf_1       84
conb_1          1
edfxtp_1     1024
inv_1           2
mux2_2         37
mux2i_1       146
mux4_2        471
nand2_1         9
nand2b_1        6
nand3_1         4
nand3b_1        7
nor2_1         37
nor2b_1        16
nor3_1         55
nor4_1          4
nor4_2          1
nor4b_1         1
o21bai_1        2
o221ai_1       29
o22ai_1        83
or2_2           2
or3_1           2
or3b_2          4
## per-layer routing
| metal | vias up | wire length [µm] |
|---|---|---|
| met1 | 14500 | 45300 |
| li1 | 12600 | - |
| met4 | 16 | 6300 |
| met3 | 352 | 27300 |
| met5 | - | 354 |
| met2 | 2198 | 68200 |
## power by group through the flow
| stage | Sequential [µW] | Clock [µW] | Combinational [µW] |
|---|---|---|---|
| CTS | 5510 | 6930 | 1040 |
| global route | 5510 | 7480 | 1120 |
| finish | 5510 | 6750 | 1050 |
## layout make-up
class	instances	area, µm²
clock buffer	117	2930
clock inverter	1117	4870
fill	6216	33500
inverter	1	3.75
multi-input combinational	1097	16900
sequential	1024	30700
tap	1254	1570
timing repair buffer	272	2620
## layout by cell type, fill, tap and decap left out, types with 29 or more instances in the layout
cell type / instances
buf_4: 134
mux2i_1: 145
clkbuf_16: 117
inv_1: 1040
mux2_2: 36
buf_12: 29
o221ai_1: 29
mux4_2: 471
a22o_1: 47
clkdlybuf4s50_1: 47
clkinvlp_2: 37
o22ai_1: 55
conb_1: 32
nor2_4: 32
edfxtp_1: 1024
## cell families after synthesis
family	count (synthesis)	share of synthesized area (%)
flip-flops	1024	65.4
AND/OR/NAND/NOR	152	1.69
multiplexers	654	26.6
other	1	0.00798
buffers and inverters	191	2.10
AND-OR/OR-AND	259	4.21
## repair_timing
action                     in CTS  in global routing
pin swaps                      75                 31
buffers inserted                8                  3
resized                       258                 66
setup endpoints to repair      63                 37
## metrics by stage
step | worst slack, ns | util, % | cells
global placement | 0.154 | 54.4 | 3649
global route | -0.142 | 64.0 | 4882
detailed placement | 0.0836 | 54.4 | 3649
finish | -0.0907 | 64.0 | 4882
floorplan | 0.220 | - | 2312
CTS | -0.163 | 63.8 | 4882
Power is estimated from default activity; no workload was simulated.
