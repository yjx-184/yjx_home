==> /design/flow/design.v <==
module MuxKey #(NR_KEY = 2, KEY_LEN = 1, DATA_LEN = 1) (
  output [DATA_LEN-1:0] out,
  input [KEY_LEN-1:0] key,
  input [NR_KEY*(KEY_LEN + DATA_LEN)-1:0] lut
);
  MuxKeyInternal #(NR_KEY, KEY_LEN, DATA_LEN, 0) i0 (out, key, {DATA_LEN{1'b0}}, lut);
endmodule
module adder(i_a, i_b,cin,o_carry,o_overflow,o_result,zero);
    input [3:0] i_a;           
    input [3:0] i_b;           
    input cin;                 
    output o_carry;            
    output o_overflow;         
    output [3:0] o_result;     
    output zero;             
    wire [3:0] t_add_cin;    
    assign t_add_cin = ({4{cin}}^i_b) + {3'b0,cin};
    assign {o_carry, o_result} = i_a + t_add_cin;
    assign o_overflow = (i_a[3] == t_add_cin[3]) && (o_result[3] != i_a[3]);
    assign zero = ~(| o_result);
endmodule
module alu_top(i_a, i_b, i_op, o_result, o_cin, o_carry, o_overflow, o_max, o_equ, o_zero, o_signbit, o_seg);
    input [3:0] i_a;         
    input [3:0] i_b;         
    input [2:0] i_op;        
    output [3:0] o_result;   
    output o_cin;            
    output o_carry;          
    output o_overflow;       
    output o_max;            
    output o_equ;            
    output o_zero;           
    output [7:0] o_signbit;  
    output [7:0] o_seg;      
    wire cin_0, cin_1;
    wire [3:0] result_0, result_1, result_2, result_3, result_4, result_5, result_6, result_7, o_result_0;
    wire carry_0, carry_1;
    wire overflow_0, overflow_1;
    wire zero_0, zero_1;
    wire max_0, equ_0;
    assign cin_0 = 1'b0;   
    assign cin_1 = 1'b1;   
    assign o_max = (i_op == 3'b110)?max_0:1'b0;      
    assign o_equ = (i_op == 3'b111)?equ_0:1'b0;      
    assign o_result = o_overflow?4'b0:o_result_0;    
    assign o_signbit = o_result[3]?8'b11111101:8'b11111111;
    wire [3:0] abs_result;
    assign abs_result = o_result[3] ? (~o_result + 1) : o_result;  
    adder u0_adder(
        .i_a(i_a),
        .i_b(i_b),
        .cin(cin_0),
        .o_carry(carry_0),
        .o_overflow(overflow_0),
        .o_result(result_0),
        .zero(zero_0)
    );
    adder u1_adder(
        .i_a(i_a),
        .i_b(i_b),
        .cin(cin_1),
        .o_carry(carry_1),
        .o_overflow(overflow_1),
        .o_result(result_1),
        .zero(zero_1)
    );
    log_not u0_log_not(
        .i_a(i_a), 
        .o_result(result_2)
    );
    log_and u0_log_and(
        .i_a(i_a), 
        .i_b(i_b), 
        .o_result(result_3)
    );
    log_or u0_log_or(
        .i_a(i_a), 
        .i_b(i_b), 
        .o_result(result_4)
    );
    log_xor u0_log_xor(
        .i_a(i_a), 
        .i_b(i_b), 
        .o_result(result_5)
    );
    log_max u0_log_max(
        .i_a(i_a),
        .i_b(i_b),
        .o_max(max_0),
        .o_result(result_6)
    );
    log_equ u0_log_equ(
        .i_a(i_a),
        .i_b(i_b),
        .o_equ(equ_0),
        .o_result(result_7)
    );
    seg u0_seg(
        .i_signbit(o_result[3]),
        .seg_in(abs_result),
        .seg_out(o_seg)
    );
    MuxKey #(2,3,1) i0(o_cin, i_op, {
    3'b000, cin_0,   
    3'b001, cin_1    
    });
    MuxKey #(2,3,1) i1(o_carry, i_op, { 
        3'b000, carry_0,  
        3'b001, carry_1   
    });
    MuxKey #(2,3,1) i2(o_overflow, i_op, { 
        3'b000, overflow_0,  
        3'b001, overflow_1   
    });
    MuxKey #(8,3,4) i3(o_result_0, i_op, { 
        3'b000, result_0,    
        3'b001, result_1,    
        3'b010, result_2,    
        3'b011, result_3,    
        3'b100, result_4,    
        3'b101, result_5,    
        3'b110, result_6,    
        3'b111, result_7     
    });
endmodule
module log_not(i_a, o_result);
    input [3:0] i_a;
    output [3:0] o_result;
    assign o_result = ~i_a;
endmodule
module log_and(i_a, i_b, o_result);
    input [3:0] i_a;
    input [3:0] i_b;
    output [3:0] o_result;
    assign o_result = i_a & i_b;
endmodule
module log_or(i_a, i_b, o_result);
    input [3:0] i_a;
    input [3:0] i_b;
    output [3:0] o_result;
    assign o_result = i_a | i_b;
endmodule
module log_xor(i_a, i_b, o_result);
    input [3:0] i_a;
    input [3:0] i_b;
    output [3:0] o_result;
    assign o_result = i_a ^ i_b;
endmodule
module log_max(i_a, i_b, o_max, o_result);
    input [3:0] i_a;
    input [3:0] i_b;
    output o_max;
    output [3:0] o_result;
    assign o_max = (i_a > i_b)?1'b1:1'b0;
    assign o_result = (i_a > i_b)?i_a:i_b;
endmodule
module log_equ(i_a, i_b, o_equ, o_result);
    input [3:0] i_a;
    input [3:0] i_b;
    output o_equ;
    output [3:0] o_result;
    assign o_equ = (i_a == i_b)?1'b1:1'b0;
    assign o_result = i_a;
endmodule
module seg(i_signbit, seg_in, seg_out);
    input i_signbit;             
    input [3:0] seg_in;          
    output reg [7:0] seg_out;    
    parameter seg0 = 8'b11111101;  
    parameter seg1 = 8'b01100000;  
    parameter seg2 = 8'b11011010;  
    parameter seg3 = 8'b11110010;  
    parameter seg4 = 8'b01100110;  
    parameter seg5 = 8'b10110110;  
    parameter seg6 = 8'b10111110;  
    parameter seg7 = 8'b11100000;  
    parameter seg8 = 8'b11111111;  
    always @(*) begin
        if (~i_signbit) begin
            case (seg_in)
                4'd0:  seg_out = ~seg0;
                4'd1:  seg_out = ~seg1;
                4'd2:  seg_out = ~seg2;
                4'd3:  seg_out = ~seg3;
                4'd4:  seg_out = ~seg4;
                4'd5:  seg_out = ~seg5;
                4'd6:  seg_out = ~seg6;
                4'd7:  seg_out = ~seg7;
                4'd8:  seg_out = ~seg8;
                default: seg_out = 8'b00000000;  
            endcase
        end
        else begin
            case (seg_in)
                4'd1:  seg_out = ~seg1;  
                4'd2:  seg_out = ~seg2;  
                4'd3:  seg_out = ~seg3;  
                4'd4:  seg_out = ~seg4;  
                4'd5:  seg_out = ~seg5;  
                4'd6:  seg_out = ~seg6;  
                4'd7:  seg_out = ~seg7;  
                4'd8:  seg_out = ~seg8;  
                default: seg_out = 8'b00000000;  
            endcase
        end
    end
endmodule
module MuxKeyInternal #(NR_KEY = 2, KEY_LEN = 1, DATA_LEN = 1, HAS_DEFAULT = 0) (
  output reg [DATA_LEN-1:0] out,
  input [KEY_LEN-1:0] key,
  input [DATA_LEN-1:0] default_out,
  input [NR_KEY*(KEY_LEN + DATA_LEN)-1:0] lut
);
  localparam PAIR_LEN = KEY_LEN + DATA_LEN;
  wire [PAIR_LEN-1:0] pair_list [NR_KEY-1:0];
  wire [KEY_LEN-1:0] key_list [NR_KEY-1:0];
  wire [DATA_LEN-1:0] data_list [NR_KEY-1:0];
  generate
    for (genvar n = 0; n < NR_KEY; n = n + 1) begin
      assign pair_list[n] = lut[PAIR_LEN*(n+1)-1 : PAIR_LEN*n];
      assign data_list[n] = pair_list[n][DATA_LEN-1:0];
      assign key_list[n]  = pair_list[n][PAIR_LEN-1:DATA_LEN];
    end
  endgenerate
  reg [DATA_LEN-1 : 0] lut_out;
  reg hit;
  integer i;
  always @(*) begin
    lut_out = 0;
    hit = 0;
    for (i = 0; i < NR_KEY; i = i + 1) begin
      lut_out = lut_out | ({DATA_LEN{key == key_list[i]}} & data_list[i]);
      hit = hit | (key == key_list[i]);
    end
    if (!HAS_DEFAULT) out = lut_out;
    else out = (hit ? lut_out : default_out);
  end
endmodule
==> /design/flow/run.sh <==
#!/bin/bash
# OpenROAD 26Q1-2900-gdf79404cd8, Yosys 0.63+post, stock flow scripts
make -C /OpenROAD-flow-scripts/flow DESIGN_CONFIG=/design/flow/config.mk WORK_HOME=/design/flow/orfs finish
==> /design/flow/config.mk <==
export PLATFORM = sky130hd
export DESIGN_NAME = alu_top
export DESIGN_NICKNAME = alu_top
export VERILOG_FILES = /design/flow/design.v
export SDC_FILE = /design/flow/constraint.sdc
export NUM_CORES = 4
export LEC_CHECK = 1
export CORE_AREA = 10 10 75 75
export DIE_AREA = 0 0 85 85
==> /design/flow/constraint.sdc <==
current_design alu_top

set clk_period 4.5
set clk_io_pct 0.2

create_clock -name clk0 -period $clk_period

set non_clock_inputs [all_inputs -no_clocks]
set_input_delay [expr $clk_period * $clk_io_pct] -clock clk0 $non_clock_inputs
set_output_delay [expr $clk_period * $clk_io_pct] -clock clk0 [all_outputs]
==> impl_report.txt <==
=== SYNTHESIS / PLACE & ROUTE SUMMARY ===
----------------------------------------------------
[Outcome]
  Status ........................ finished, violations left
  Failing checks ........................ setup timing

[Die]
  Top-level port count ........................ 37
  Die Height ........................ 85 um
  Floorplan Utilization ........................ 33.3%
  Total core area ........................ 4060 um2
  Chip Footprint ........................ 7230 um2
  Width of the die ........................ 85 um
  Number of cell rows ........................ 23

[Timing]
  Highest clock rate ........................ roughly 200 MHz
  Final-report hold violation count ........................ 0
  Number of slew-limit violations in the final report ........................ 0
  Smallest setup slack after layout ........................ -423 ps
  Count of endpoints failing setup in the final report ........................ 9
  Post-Route Hold Slack ........................ 2790 ps
  Final clock period utilization by the worst path ........................ 109%
  Final min period ........................ 4920 ps
  Unrepaired setup endpoints after global routing ........................ true
  Setup Total Neg Slack ........................ -2220 ps

[Final layout]
  Flop count ........................ 0
  Final Util ........................ 65.6%
  Number of filler instances in the final layout ........................ 291
  Area taken by flip-flops and latches ........................ 0 um2
  Non-filler instance count after layout ........................ ~330
  Final-layout clock buffer total ........................ 0
  Area Overhead vs Synth ........................ 97.1%
  Share of cells above drive strength 1 ........................ between 50% and 60%

[Worst setup path]
  Slowest cell delay on critical path ........................ 540 ps
  Library cell contributing the largest single delay on the critical path ........................ sky130_fd_sc_hd__or4b_4
  CP max FO ........................ 3
  Cell Chain, Critical Path ........................ buf_6, buf_6, nor3_4, xnor2_2, ha_1, or4b_4, and4bb_1, nor4_4, o311ai_4, buf_4, inv_2, and2_4, a21oi_4, inv_2, ha_4, mux2_4, a311oi_2, buf_2
  Classification of the worst setup path ........................ primary input to output port
  Type of destination of the critical path ........................ output port
  Element type at the critical path start ........................ primary input
  Data arrival time at the worst-slack endpoint ........................ 4020 ps
  Required time of the critical path ........................ 3600 ps
  Number of buffers and inverters on the critical path ........................ 6
  Kind of cell with the highest combined delay on the critical path ........................ simple AND/OR/NAND/NOR gates

[Detailed routing]
  Average via count per standard cell ........................ ~5
  Post-route antenna net violation count ........................ 0
  Detailed-route wire length ........................ around 4.7 mm
  Count of antenna diodes in the layout ........................ 0
  Mean routed wirelength per cell ........................ about 14 um
  Via count ........................ 1619
  Number of detailed-route iterations in the first pass ........................ 4
  DRC violation count after routing ........................ 0
  DRC violation total after the first TritonRoute iteration ........................ 88

[Clocking]
  Count of hold-fix buffers inserted at cts ........................ 0

[Placement]
  Routability cong. ........................ 0.968
  HPWL after detailed placement ........................ 3.63 mm
  Cell count after placement ........................ ~310
  Pre-CTS WS ........................ -1240 ps
  Port buffer count ........................ 29

[Synthesis]
  Cell count in the Yosys report ........................ 169
  Cell type with the largest total area after synthesis ........................ sky130_fd_sc_hd__ha_1
  Cells taking the most area after synthesis ........................ sky130_fd_sc_hd__ha_1 (21%), sky130_fd_sc_hd__buf_4 (6.7%), sky130_fd_sc_hd__inv_1 (4.7%), sky130_fd_sc_hd__a211oi_1 (3.3%), sky130_fd_sc_hd__nor2b_1 (3.2%)
  Chip Area, Yosys ........................ 1350 um2
  Sequential cell area fraction in the yosys report ........................ 0%
  Netlist area before placement ........................ 1350 um2
  Top-area cell share ........................ between 20% and 30%
  Syn Area/Cell ........................ 8.00 um2
  Cell count after synthesis ........................ 169
  Number of warnings issued by yosys ........................ 4
  Post-synthesis cell type count ........................ between 50 and 60

[Global route]
  First-pass GRT wire length ........................ between 7 and 8 mm
  Gr usage total ........................ roughly an eighth
  Total gr overflow ........................ 0
  Largest net degree at the start of global routing ........................ 13
  Number of antenna violations at the first check in global routing ........................ 0
  Vias in the first global route ........................ ~1600

[Pwr]
  Total power divided by cell area ........................ roughly 190 nW/um2
  Static leakage power ........................ 1.22 nW
  Worst ir drop on vdd ........................ between 0.0001 and 0.00015 V

[Flow run]
  Count of tool warnings ........................ 48
  Max-cap viol count ........................ 0

[Min path]
  Type of the worst min-delay path ........................ primary input to output port

----------------------------------------------------
-- through the flow --
step / area (um2) / total power, W
after floorplan: 1470 / 0.000195
after global placement: 2260 / 0.000392
after detailed placement: 2260 / 0.000393
after CTS: 2600 / 0.000481
after global routing: 2660 / 0.000549
final: 2660 / 0.000505
-- cells in the mapped netlist (2+ instances only) --
| library cell | number |
|---|---|
| sky130_fd_sc_hd__conb_1 | 2 |
| sky130_fd_sc_hd__o31ai_1 | 2 |
| sky130_fd_sc_hd__a21oi_2 | 2 |
| sky130_fd_sc_hd__a211oi_1 | 6 |
| sky130_fd_sc_hd__a21oi_1 | 5 |
| sky130_fd_sc_hd__and3_1 | 3 |
| sky130_fd_sc_hd__buf_2 | 2 |
| sky130_fd_sc_hd__a21o_1 | 4 |
| sky130_fd_sc_hd__nor2b_1 | 7 |
| sky130_fd_sc_hd__nand2_1 | 10 |
| sky130_fd_sc_hd__o2bb2ai_1 | 4 |
| sky130_fd_sc_hd__o221ai_1 | 2 |
| sky130_fd_sc_hd__o211ai_1 | 3 |
| sky130_fd_sc_hd__nand3_1 | 2 |
| sky130_fd_sc_hd__xnor2_1 | 5 |
| sky130_fd_sc_hd__o21ai_0 | 4 |
| sky130_fd_sc_hd__nand2b_1 | 5 |
| sky130_fd_sc_hd__nor3_1 | 3 |
| sky130_fd_sc_hd__nor4_2 | 2 |
| sky130_fd_sc_hd__fa_1 | 2 |
| sky130_fd_sc_hd__inv_1 | 17 |
| sky130_fd_sc_hd__buf_4 | 12 |
| sky130_fd_sc_hd__a311oi_1 | 2 |
| sky130_fd_sc_hd__and4bb_1 | 2 |
| sky130_fd_sc_hd__nor2_1 | 5 |
| sky130_fd_sc_hd__a31oi_1 | 2 |
| sky130_fd_sc_hd__and2_1 | 6 |
| sky130_fd_sc_hd__ha_1 | 23 |
-- layer usage --
metal  vias up  wire (um)  global-route usage [%]
li1        820          -                       -
met1       766       2360                    18.1
met2        29       2190                    20.8
met3         4        104                    1.06
met4         0         42                   0.599
met5         -          0                       0
-- cells by family (layout without fill, tap and decap cells) --
kind of cell | count (synthesis) | count (layout) | share of synthesized area, %
fa+ha+maj | 25 | 25 | 24.3
xor+xnor | 7 | 7 | 5.09
compound gates | 47 | 47 | 29.2
simple gates | 53 | 53 | 25.2
mux | 2 | 2 | 2.50
buf+inv | 33 | 138 | 13.2
other cells | 2 | 8 | 0.556
-- power by group --
part           internal, W  switching [W]
sequential               0              0
combinational     0.000291       0.000214
clock                    0              0
-- what timing repair did --
item / in CTS / in global routing
gates resized: 104 / 13
setup buffers: 18 / 7
pin swaps: 24 / 18
setup endpoints to repair: 14 / 12
-- path summary, 6_finish.rpt --
kind	from	to	depth (start not counted)
min	i_b[3]	o_seg[0]	8
max	i_b[1]	o_seg[3]	18
-- cell usage in the layout, fill, tap and decap left out, drive strengths merged, types with 2 or more instances in the layout --
master,synthesis,routed
o2bb2ai,4,4
clkdlybuf4s50,0,11
nand2,10,10
buf,15,104
nand3,2,2
a211oi,6,6
nand2b,5,5
dlygate4sd2,0,4
nor4,3,3
o221ai,2,2
nor2,6,6
o31ai,2,2
and3,3,3
o211ai,3,3
a31oi,2,2
nor3,3,3
a21o,4,4
and4bb,2,2
o21a,2,2
and2,6,6
o21ai,4,4
fa,2,2
nor2b,7,7
a311oi,2,2
ha,23,23
conb,2,8
inv,18,18
a21oi,7,7
xor2,2,2
xnor2,5,5
-- final cells by class --
| class | count | area [um2] | share of cell area [%] |
|---|---|---|---|
| Multi-Input combinational cell | 142 | 1570 | 59.0 |
| Tap cell | 50 | 62.6 | 2.35 |
| Timing Repair Buffer | 120 | 960 | 36.0 |
| Inverter | 18 | 70.1 | 2.63 |
No activity file was given, so power comes from the tool's default toggle rates.
