File: flow/design.v
module MuxKeyInternal #(NR_KEY = 2, KEY_LEN = 1, DATA_LEN = 1, HAS_DEFAULT = 0) (
  output reg [DATA_LEN-1:0] out,
  input [KEY_LEN-1:0] key,
  input [DATA_LEN-1:0] default_out,
  input [NR_KEY*(KEY_LEN + DATA_LEN)-1:0] lut
);
  localparam PAIR_LEN = KEY_LEN + DATA_LEN;
  wire [PAIR_LEN-1:0] pair_list [NR_KEY-1:0];
  wire [KEY_LEN-1:0] key_list [NR_KEY-1:0];
  wire [DATA_LEN-1:0] data_list [NR_KEY-1:0];
  generate
    for (genvar n = 0; n < NR_KEY; n = n + 1) begin
      assign pair_list[n] = lut[PAIR_LEN*(n+1)-1 : PAIR_LEN*n];
      assign data_list[n] = pair_list[n][DATA_LEN-1:0];
      assign key_list[n]  = pair_list[n][PAIR_LEN-1:DATA_LEN];
    end
  endgenerate
  reg [DATA_LEN-1 : 0] lut_out;
  reg hit;
  integer i;
  always @(*) begin
    lut_out = 0;
    hit = 0;
    for (i = 0; i < NR_KEY; i = i + 1) begin
      lut_out = lut_out | ({DATA_LEN{key == key_list[i]}} & data_list[i]);
      hit = hit | (key == key_list[i]);
    end
    if (!HAS_DEFAULT) out = lut_out;
    else out = (hit ? lut_out : default_out);
  end
endmodule
module MuxKeyWithDefault #(NR_KEY = 2, KEY_LEN = 1, DATA_LEN = 1) (
  output [DATA_LEN-1:0] out,
  input [KEY_LEN-1:0] key,
  input [DATA_LEN-1:0] default_out,
  input [NR_KEY*(KEY_LEN + DATA_LEN)-1:0] lut
);
  MuxKeyInternal #(NR_KEY, KEY_LEN, DATA_LEN, 1) i0 (out, key, default_out, lut);
endmodule
module char_display(
    input clk,                   
    input clrn,                  
    input [7:0] ascii,           
    input [9:0] x,               
    input [9:0] y,               
    output reg [23:0] vga_data   
);
    reg [6:0] font_A [0:6];
    reg [6:0] font_B [0:6];
    reg [6:0] font_C [0:6];
    reg [6:0] font_D [0:6];
    reg [6:0] current_font [0:6];
    initial begin
        font_A[0] = 7'b0001110; 
        font_A[1] = 7'b0010001; 
        font_A[2] = 7'b0011111;
        font_A[3] = 7'b0010001; 
        font_A[4] = 7'b0010001; 
        font_A[5] = 7'b0000000;
        font_A[6] = 7'b0000000;
        font_B[0] = 7'b0011110; 
        font_B[1] = 7'b0010001; 
        font_B[2] = 7'b0011110;
        font_B[3] = 7'b0010001; 
        font_B[4] = 7'b0011110; 
        font_B[5] = 7'b0000000;
        font_B[6] = 7'b0000000;
        font_C[0] = 7'b0001111; 
        font_C[1] = 7'b0010000; 
        font_C[2] = 7'b0010000;
        font_C[3] = 7'b0010000; 
        font_C[4] = 7'b0001111; 
        font_C[5] = 7'b0000000;
        font_C[6] = 7'b0000000;
        font_D[0] = 7'b0011110; 
        font_D[1] = 7'b0010001; 
        font_D[2] = 7'b0010001;
        font_D[3] = 7'b0010001; 
        font_D[4] = 7'b0011110; 
        font_D[5] = 7'b0000000;
        font_D[6] = 7'b0000000;
    end
    always @(*) begin
        case (ascii)
            8'h41: begin
                current_font[0] = font_A[0];
                current_font[1] = font_A[1];
                current_font[2] = font_A[2];
                current_font[3] = font_A[3];
                current_font[4] = font_A[4];
                current_font[5] = font_A[5];
                current_font[6] = font_A[6];
            end
            8'h42: begin
                current_font[0] = font_B[0];
                current_font[1] = font_B[1];
                current_font[2] = font_B[2];
                current_font[3] = font_B[3];
                current_font[4] = font_B[4];
                current_font[5] = font_B[5];
                current_font[6] = font_B[6];
            end
            8'h43: begin
                current_font[0] = font_C[0];
                current_font[1] = font_C[1];
                current_font[2] = font_C[2];
                current_font[3] = font_C[3];
                current_font[4] = font_C[4];
                current_font[5] = font_C[5];
                current_font[6] = font_C[6];
            end
            8'h44: begin
                current_font[0] = font_D[0];
                current_font[1] = font_D[1];
                current_font[2] = font_D[2];
                current_font[3] = font_D[3];
                current_font[4] = font_D[4];
                current_font[5] = font_D[5];
                current_font[6] = font_D[6];
            end
            default: begin
                current_font[0] = 7'b0000000;
                current_font[1] = 7'b0000000;
                current_font[2] = 7'b0000000;
                current_font[3] = 7'b0000000;
                current_font[4] = 7'b0000000;
                current_font[5] = 7'b0000000;
                current_font[6] = 7'b0000000;
            end
        endcase
    end
    always @(*) begin
        if (x < 7 && y < 7 && current_font[y][x]) 
            vga_data = 24'hFFFFFF;   
        else
            vga_data = 24'h000000;   
    end
endmodule
module ps2_distinguish(clk, clrn, i_data, ascii, key_release);
    input clk;               
    input clrn;              
    input [7:0] i_data;      
    output reg [7:0] ascii;  
    output reg key_release;  
    parameter KEY_RELEASE_CODE = 8'hF0;
    wire [575:0] lut = {
        8'h45, 8'h30,   
        8'h16, 8'h31,   
        8'h1E, 8'h32,   
        8'h26, 8'h33,   
        8'h25, 8'h34,   
        8'h2E, 8'h35,   
        8'h36, 8'h36,   
        8'h3D, 8'h37,   
        8'h3E, 8'h38,   
        8'h46, 8'h39,   
        8'h1C, 8'h41,   
        8'h32, 8'h42,   
        8'h21, 8'h43,   
        8'h23, 8'h44,   
        8'h24, 8'h45,   
        8'h2B, 8'h46,   
        8'h34, 8'h47,   
        8'h33, 8'h48,   
        8'h43, 8'h49,   
        8'h3B, 8'h4A,   
        8'h42, 8'h4B,   
        8'h4B, 8'h4C,   
        8'h3A, 8'h4D,   
        8'h31, 8'h4E,   
        8'h44, 8'h4F,   
        8'h4D, 8'h50,   
        8'h15, 8'h51,   
        8'h2D, 8'h52,   
        8'h1B, 8'h53,   
        8'h2C, 8'h54,   
        8'h3C, 8'h55,   
        8'h2A, 8'h56,   
        8'h6B, 8'h57,   
        8'h1A, 8'h58,   
        8'h22, 8'h59,   
        8'h14, 8'h5A    
    };
    wire [7:0] ascii_result;
    MuxKeyWithDefault #(
        .NR_KEY(36),         
        .KEY_LEN(8),         
        .DATA_LEN(8)         
    ) key_ascii (
        .out(ascii_result),  
        .key(i_data),          
        .default_out(8'h00), 
        .lut(lut)            
    );
    always @(posedge clk or negedge clrn) begin
        if (clrn == 0) begin
            ascii <= 8'h00;      
            key_release <= 0;    
        end else if (i_data == KEY_RELEASE_CODE) begin
            ascii <= 8'h00;   
            key_release <= 1;
        end else begin
            ascii <= ascii_result;  
            key_release <= 0;   
        end
    end
endmodule
module ps2_keyboard(clk, clrn, ps2_clk, ps2_data, data, ready, nextdata_n, overflow);
    input clk, clrn;             
    input ps2_clk, ps2_data;     
    input nextdata_n;            
    output [7:0] data;           
    output reg ready;            
    output reg overflow;         
    reg [9:0] buffer;            
    reg [7:0] fifo[7:0];         
    reg [2:0] w_ptr, r_ptr;      
    reg [3:0] count;             
    reg [2:0] ps2_clk_sync;      
    always @(posedge clk) begin
        ps2_clk_sync <= {ps2_clk_sync[1:0],ps2_clk};
    end
    wire sampling = ps2_clk_sync[2] & ~ps2_clk_sync[1];
    always @(posedge clk) begin
        if (clrn == 0) begin     
            count <= 0;
            w_ptr <= 0;
            r_ptr <= 0;
            overflow <= 0;
            ready <= 0;
        end else begin           
            if(ready) begin      
                if(nextdata_n == 1'b0) begin     
                    r_ptr <= r_ptr + 3'b1;       
                    if(w_ptr == (r_ptr + 1'b1))  
                        ready <= 1'b0;           
                end
            end
            if(sampling) begin                   
                if(count == 4'd10) begin         
                    if((buffer[0] == 0) &&       
                        (ps2_data)      &&       
                        (^buffer[9:1])) begin    
                            fifo[w_ptr] <= buffer[8:1];  
                            w_ptr <= w_ptr + 3'b1;       
                            ready <= 1'b1;               
                            overflow <= overflow | (r_ptr == (w_ptr +3'b1));
                        end
                        count <= 0;  
                end else begin
                    buffer[count] <= ps2_data;   
                    count <= count + 3'b1;       
                end
            end
        end
    end
    assign data = fifo[r_ptr];   
endmodule
module top (
    input clk,                 
    input clrn,               
    input ps2_clk,             
    input ps2_data,            
    output hsync,              
    output vsync,              
    output [7:0] vga_r,       
    output [7:0] vga_g,       
    output [7:0] vga_b        
);
    wire [7:0] ascii_data;           
    wire [7:0] ascii_distinguish;    
    wire key_release;                
    wire [23:0] vga_data;            
    wire ready;                      
    wire overflow_signal;
    ps2_keyboard ps2_kb (
        .clk(clk),
        .clrn(clrn),
        .ps2_clk(ps2_clk),
        .ps2_data(ps2_data),
        .data(ascii_data),
        .ready(ready),
        .overflow(overflow_signal),
        .nextdata_n()
    );
    ps2_distinguish ps2_dist (
        .clk(clk),
        .clrn(clrn),
        .i_data(ascii_data),
        .ascii(ascii_distinguish),
        .key_release(key_release)
    );
    vga_ctrl u_vga_ctrl (
        .pclk(clk),
        .reset(clrn),
        .vga_data(vga_data),   
        .h_addr(),
        .v_addr(),
        .hsync(hsync),
        .vsync(vsync),
        .valid(),
        .vga_r(vga_r),
        .vga_g(vga_g),
        .vga_b(vga_b)
    );
    char_display char_display_inst (
        .clk(clk),
        .clrn(clrn),
        .ascii(ascii_distinguish),
        .x(x),         
        .y(y),         
        .vga_data(vga_data)
    );
    reg [7:0] input_buffer [0:15];  
    reg [3:0] char_count = 0;       
    reg [9:0] x;                    
    reg [9:0] y;                    
    always @(posedge clk or negedge clrn) begin
        if (~clrn) begin
            char_count <= 0;
            x <= 0;
            y <= 0;
        end else if (ready && !key_release) begin
            if (ascii_data == 8'h0D) begin  
                char_count <= 0;   
                x <= 0;
                y <= y + 8;  
            end else begin
                input_buffer[char_count] <= ascii_data;
                x <= (char_count[9:0] % 80) * 8;
                y <= (char_count[9:0] / 80) * 8;
                char_count <= char_count + 1;
            end
        end
    end
endmodule
module vga_ctrl(
    input pclk,              
    input reset,             
    input [23:0] vga_data,   
    output [9:0] h_addr,     
    output [9:0] v_addr,
    output hsync,            
    output vsync,
    output valid,            
    output [7:0] vga_r,
    output [7:0] vga_g,
    output [7:0] vga_b
);
    parameter h_frontporch = 96;             
    parameter h_active = 144;                
    parameter h_backporch = 784;             
    parameter h_total = 800;                 
    parameter v_frontporch = 2;              
    parameter v_active = 35;                 
    parameter v_backporch = 515;             
    parameter v_total = 525;                 
    reg [9:0] x_cnt;
    reg [9:0] y_cnt;
    wire h_valid;
    wire v_valid;
    always @(posedge pclk or posedge reset) 
        if(reset == 1'b1)
            x_cnt <= 1;
        else begin
            if(x_cnt == h_total)             
                x_cnt <= 1;
            else
                x_cnt <= x_cnt + 10'd1;      
        end 
    always @(posedge pclk)
        if(reset == 1'b1)               
            y_cnt <= 1;
        else begin
            if(y_cnt == v_total & x_cnt == h_total)  
                y_cnt <= 1;
            else if(x_cnt == h_total)        
                y_cnt <= y_cnt + 10'd1;
        end
        assign hsync = (x_cnt > h_frontporch);
        assign vsync = (y_cnt > v_frontporch);
        assign h_valid = (x_cnt > h_active) & (x_cnt <= h_backporch);
        assign v_valid = (y_cnt > v_active) & (y_cnt <= v_backporch);
        assign valid = h_valid & v_valid;
        assign h_addr = h_valid ? (x_cnt - 10'd145) : {10{1'b0}};
        assign v_addr = v_valid ? (y_cnt - 10'd36) : {10{1'b0}};
        assign vga_r = vga_data[23:16];
        assign vga_g = vga_data[15:8];
        assign vga_b = vga_data[7:0];
endmodule
File: flow/run.sh
#!/bin/bash
# OpenROAD 26Q1-2900-gdf79404cd8, Yosys 0.63+post, stock flow scripts
make -C /OpenROAD-flow-scripts/flow DESIGN_CONFIG=/design/flow/config.mk WORK_HOME=/design/flow/orfs finish
File: flow/config.mk
export PLATFORM = sky130hd
export DESIGN_NAME = top
export DESIGN_NICKNAME = top
export VERILOG_FILES = /design/flow/design.v
export SDC_FILE = /design/flow/constraint.sdc
export NUM_CORES = 4
export LEC_CHECK = 1
export CORE_UTILIZATION = 50
File: flow/constraint.sdc
current_design top

set clk_period 2.5
set clk_io_pct 0.2

create_clock -name clk0 -period $clk_period [get_ports {clk}]

set non_clock_inputs [all_inputs -no_clocks]
set_input_delay [expr $clk_period * $clk_io_pct] -clock clk0 $non_clock_inputs
set_output_delay [expr $clk_period * $clk_io_pct] -clock clk0 [all_outputs]
==> results_slide.txt <==
Run Summary

Route
  – Number of violations reported at the end of detailed-routing iteration 0: 101
  – Wire per inst: 13.5 um
  – Ant diodes: 0
  – Routed vias: 2,964
  – First-pass detailed-route iteration total: 4
  – DRT Wirelength: 7350 um
  – # DRC: 0
  – Post-route ant nets: 0
  – Vias/cell: 5.44

Place
  – Final RePlAce weighted congestion: 0.909
  – PortBufs: 29
  – Placed Instances: 518
  – Detailed placer's ending HPWL: 5050 um

Power and ir drop
  – P_leak: 1.86 nW
  – Sw Share: 22.7%
  – Register share of total power: 53.6%
  – Peak supply drop: 0.293 mV
  – Power Dens Cells: 459 nW/um^2
  – P_int: 0.00156 W
  – Clock Power Share: 42.2%
  – Combinational power share: 4.2%
  – P_sw: 0.000459 W

Worst setup path
  – CP top delay family: simple AND/OR/NAND/NOR gates
  – Most frequent CP cell: buf_6
  – Slowest library cell on the worst path: or4_4
  – Worst setup EP type: primary output
  – Maximum fanout along the worst path: 3
  – Crit Reg-Reg Startpoint: ps2_kb.count[1]$_SDFFE_PN0P_
  – CP Buf/Inv Count: 5
  – Setup CP Type: reg2out
  – CP arrival: 2.04 ns
  – Critical Path Start: y[8]$_DFFE_PN0P_
  – Worst Path Required: 2.00 ns
  – Critical Path Max Stage Delay: 0.54 ns
  – Critical path launch point type: flop
  – Crit-path cells: or4_4 -> nor4_4 -> buf_4 -> buf_6 -> buf_6 -> buf_6 -> buf_2

CTS
  – TritonCTS clock tree: built
  – Insertion delay at the late pin of the worst-skew pair: 0.33 ns
  – Hold-fix buffers, CTS: 0
  – Clock sinks: 64
  – CTS buffer count: 9
  – CTS H-tree lvls: 3
  – Clock transition at path regs: 0.07 ns
  – Root Driver: clkbuf_8
  – Longest Clk Path Bufs: 2

Layout
  – P&R area growth vs syn: 12.2%
  – Share of layout cells above drive strength 1: 17.0%
  – Non-filler cells in the finished layout: 545
  – Core Util, Final: 59.3%

Synthesis
  – Yosys synthesis chip area: 3930 um^2
  – Yosys warning tally: 11
  – Syn Inst Count: 421
  – Synth Register Bits: 64
  – Synth async-reset ratio: 39.1%
  – Post-synth EDFFs: 18
  – Syn_area_per_cell: 9.34 um^2
  – # Cells Yosys: 421
  – Post-Syn Area: 3930 um^2
  – Dominant register cell: dfrtp_1
  – Distinct lib cells used: 71
  – Post-synth seq share: 40.4%

Run status
  – Failing checks: negative setup slack
  – Status: finished with violations

Job
  – Max cap viols: 0
  – Tool warning count: 35

STA
  – Hold Vio Cnt, Final: 0
  – Cycle use final: 101%
  – RSZ-0062 raised after global routing: true
  – Tmin final: 2.54 ns
  – Final setup vio count: 4
  – Worst Skew: 0.00708 ns
  – Slew HR: 51.8%
  – Final WS setup: -0.0354 ns
  – Max-slew violation count: 0
  – Fmax: 0.394 GHz
  – Slew at the pin closest to its max-slew limit: 0.722 ns

Global route
  – Pin count of the biggest net entering global routing: 24
  – GR peak layer: met1
  – First-pass GRT wire length: 12,900 um
  – M2 GR Usage: 29.2%
  – Met3 GRT Util: 3.42%
  – Global route overflow: 0
  – Met1 usage: 31.9%
  – Initial antenna violation count: 0
  – Vias in the first global route: 2,751
  – GRT Overall Usage: 19.6%

Floorplanning
  – Core ar.: 7450 um^2
  – Row count: 31
  – Die width: 90.7 um
  – Number of top-level pins: 30
  – Fp_density: 52.8%
  – Die height: 90.7 um
  – Die area: 8230 um^2

Min path
  – Worst hold start: ps2_kb.ps2_clk_sync[0]$_DFF_P_
  – HP Class: reg2reg
Yosys cell counts (all sizes together) (4+ instances only):
| cell | n | share of area, % |
|---|---|---|
| nor2b | 15 | 2.4 |
| o21ai | 18 | 2.3 |
| nor4 | 9 | 1.4 |
| buf | 31 | 5.5 |
| nor3b | 4 | 0.76 |
| mux2 | 5 | 1.4 |
| clkbuf | 11 | 1.0 |
| inv | 20 | 1.9 |
| nand3b | 5 | 0.95 |
| and3 | 6 | 0.95 |
| ha | 13 | 4.1 |
| a21oi | 12 | 1.5 |
| nand2 | 32 | 3.1 |
| nand4 | 6 | 0.95 |
| nand3 | 20 | 3.1 |
| nor3 | 13 | 1.7 |
| dfxtp | 21 | 11 |
| dfrtp | 24 | 15 |
| xnor2 | 19 | 4.2 |
| xor2 | 10 | 2.2 |
| edfxtp | 18 | 14 |
| nor2 | 35 | 3.4 |
| nand2b | 9 | 1.4 |
layout make-up:
cell class,instances,area [um^2]
clock buffers,11,163
clock inverters,5,36.3
fillers,644,3030
inverters,20,75.1
multi-input cells,295,2040
flip-flops and latches,64,1590
well taps,99,124
repair buffers,51,392
stage by stage:
stage / hold slack, ns / instance area [um^2] / power (W) / setup TNS (ns) / setup slack (ns)
after floorplan: 0.204 / 3960 / 0.00116 / 0 / 0.148
after global placement: 0.312 / 4210 / 0.00119 / 0 / 0.130
after detailed placement: 0.314 / 4210 / 0.00119 / 0 / 0.0962
after CTS: 0.330 / 4480 / 0.00206 / -0.386 / -0.0970
after global routing: 0.336 / 4410 / 0.00211 / -0.420 / -0.108
final: 0.328 / 4410 / 0.00202 / -0.107 / -0.0354
power by group through the flow:
stage | clock, W | combinational (W) | sequential (W)
after CTS | 0.000885 | 0.0000873 | 0.00108
after global routing | 0.000933 | 0.0000963 | 0.00109
final | 0.000853 | 0.0000856 | 0.00109
flip-flops by register name, summed over array words and instances (netlist names):
signal and cells:
ps2_dist.ascii 7, ps2_dist.key_release 1, ps2_kb.buffer 10, ps2_kb.count 4
ps2_kb.fifo 8, ps2_kb.ps2_clk_sync 3, ps2_kb.ready 1, ps2_kb.w_ptr 3
u_vga_ctrl.x_cnt 10, u_vga_ctrl.y_cnt 10, y 7
layout by cell type (no fill, tap or decap), types with 4 or more instances in the layout:
cell type and n:
nor2_1 34, nand2_1 32, dfrtp_1 24, dfxtp_1 21, xnor2_1 19, inv_1 18
edfxtp_1 18, nand3_1 17, clkbuf_2 16, buf_4 16, nor2b_1 15, nor3_1 13
o21ai_1 13, ha_1 13, a21oi_1 12, xor2_1 10, clkbuf_8 10, nand2b_1 9
nor4_1 8, nand4_1 6, and3_1 6, o21ai_0 5, nand3b_1 5, buf_6 5
nor3b_1 4, clkdlybuf4s50_1 4, buf_2 4
what timing repair did:
action	CTS	global route
pin swaps	2	3
gates resized	39	35
gates cloned	2	0
buffers inserted	8	2
setup endpoints to repair	25	14
final timing paths:
check	to	slack, ns	depth (start not counted)
setup / recovery	vga_r[1]	-0.04	7
hold / removal	ps2_kb.ps2_clk_sync[1]$_DFF_P_	0.33	0
max in group asynchronous	u_vga_ctrl.x_cnt[0]$_DFF_PP1_	1.60	3
min in group asynchronous	y[3]$_DFFE_PN0P_	0.64	2
hold reg to reg	ps2_kb.ps2_clk_sync[1]$_DFF_P_	0.33	0
setup reg to reg	ps2_kb.buffer[8]$_DFFE_PP_	0.36	6
worst reg2reg max path, cell delays in order, from the launching register on:
cell	delay [ns]
dfxtp_1	0.39
inv_1	0.11
ha_1	0.26
inv_1	0.08
o31a_1	0.38
nor4_1	0.32
mux2_1	0.35
kinds of logic after synthesis:
family	count (synthesis)	synth area share, %
flip-flops	64	40.4
buffers and inverters	62	8.49
AND-OR/OR-AND	68	12.2
adder cells (fa/ha/maj)	13	4.13
AND/OR/NAND/NOR	175	24.9
multiplexers	8	2.29
XOR/XNOR	31	7.60
layer usage:
layer  up-vias  part of all wire (%)  wire, um
li1       1525                     -         -
met1      1371                    49      3610
met4         0                   1.5       107
met2        58                    46      3350
met3        10                   3.8       281
met5         -                     0         0
Power figures rest on the tool's default switching activity, not on a simulated workload.
